===== /design/flow/constraint.sdc =====
current_design uart_tx

set clk_period 3.0
set clk_io_pct 0.2

create_clock -name clk0 -period $clk_period [get_ports {clk}]

set non_clock_inputs [all_inputs -no_clocks]
set_input_delay [expr $clk_period * $clk_io_pct] -clock clk0 $non_clock_inputs
set_output_delay [expr $clk_period * $clk_io_pct] -clock clk0 [all_outputs]

===== /design/flow/design.v =====
module uart_tx (
    input logic clk,             
    input logic nRST,            
    input logic start,           
    input logic [6:0] temp,      
    output logic uart_tx_line,   
    output logic busy            
);
    logic [6:0] tx_data;     
    logic [3:0] bit_cnt;     
    logic next_uart_tx_line;
    logic [6:0] next_tx_data;
    logic next_busy;
    typedef enum logic [1:0] {
        IDLE   = 2'b00,
        START  = 2'b01,
        DATA   = 2'b10,
        STOP   = 2'b11
    } state_t;
    state_t state, next_state;
    always_ff @(posedge clk or negedge nRST) begin
        if (!nRST) begin
            state <= IDLE;
            bit_cnt <= 0;
            uart_tx_line <= 1;   
            tx_data <= 0;
            busy <= 0;
        end else begin
            state <= next_state;
            uart_tx_line <= next_uart_tx_line;
            tx_data <= next_tx_data;
            busy <= next_busy;
            if (state == DATA) begin
                bit_cnt <= bit_cnt + 1;
            end else if (state == STOP) begin
                bit_cnt <= 4'd0;   
            end
        end
    end
    always_comb begin
        next_state = state;
        next_tx_data = tx_data;
        next_uart_tx_line = uart_tx_line;
        next_busy = busy;
        case (state)
            IDLE: begin
                next_busy = 0;
                if (start) begin
                    next_state = START;
                    next_tx_data = temp;
                    next_busy = 1;
                end
            end
            START: begin
                next_state = DATA;
                next_uart_tx_line = 0;   
            end
            DATA: begin
                next_state = (bit_cnt == 6) ? STOP : DATA;
                next_uart_tx_line = tx_data[0];
                next_tx_data = {1'b0, tx_data[6:1]};   
            end
            STOP: begin
                next_state = IDLE;
                next_uart_tx_line = 1;   
                next_busy = 0;
            end
        endcase
    end
endmodule

===== /design/flow/run.sh =====
#!/bin/bash
# OpenROAD 26Q1-2900-gdf79404cd8, Yosys 0.63+post, stock flow scripts
make -C /OpenROAD-flow-scripts/flow DESIGN_CONFIG=/design/flow/config.mk WORK_HOME=/design/flow/orfs finish

===== /design/flow/config.mk =====
export PLATFORM = sky130hd
export DESIGN_NAME = uart_tx
export DESIGN_NICKNAME = uart_tx
export VERILOG_FILES = /design/flow/design.v
export SDC_FILE = /design/flow/constraint.sdc
export NUM_CORES = 4
export LEC_CHECK = 1
export CORE_AREA = 10 10 96 96
export DIE_AREA = 0 0 106 106

==> metrics.yaml <==
clocking:
  hold_buffers: 0
  cts.clk_slew.worst_paths_ps: 70
  cts_resized: 0
  cts_max_path_buffers: 2
  root_buffer: "clkbuf_8"
  cts_setup_buffers: 0
  cts_tree: "built"
  clock_latency_ps: 250
  htree_num_levels: 1
  cts_made_buffers: 3
  numClockSinks: 17
cells_and_area:
  drive_above_1_share: 0.311
  utilization: 0.145
  syn_to_final_growth_pct: 34.7
  flop_area_um2: 428
  logic_area_um2: 325
  fillers: 820
  final_area_um2: 1040
power:
  power_frac_seq: 0.550
  cellPowerDensity_nw_per_um2: 413
  internal_power_uw: 345
  peakVddDrop_uv: 106
  sw_frac_of_total: 0.200
  pwr-share-clk: 0.387
  power_switching_uw: 86.1
  power_frac_comb: 0.063
  p_leak_uw: 0.000406
sta:
  finalCritPeriodShare: 0.618
  rsz0062_at_grt: "no"
  setup-violations-final: 0
  slew_viol_final: 0
  slew_headroom: 0.513
  period_needed_ps: 1850
  final_hold_viol_count: 0
  skew_ps: 3.40
  finalSetupTns_ps: 0
  fmax_mhz: 540
  worst_pin_slew_ps: 728
detailed_routing:
  drt_pre_antenna_iters: 4
  drtIter0Drc: 28
  wirelength_mm: 1.44
  viasPerCell: 2.76
  n_antenna_cell: 0
  antenna_left: 0
  drc: 0
  wl_per_cell_um: 8.30
  via_count: 477
logic_synthesis:
  muxShareOfSynthArea: 0.189
  ys_warn_count: 1
  ys_sh_aoi: 0.105
  flop_cell: "dfrtp_1"
  synth-seq-area-share: 0.552
  top_logic_kind: "multiplexers"
  synth_cells: 60
  synth-edff-count: 0
  yosys-stat-cells: 60
  xor_share: 0.0226
  syn_area_per_cell_um2: 12.9
  syn_area_um2: 776
  fa_ha_area_frac: 0.0323
  ys_types: 21
  ys_sh_simple: 0.0710
  ys.flops: 17
  synthArstFlopShare: 1.00
  ys_area_um2: 776
worst_setup_path:
  critical-path-slowest-cell: "dfstp_2"
  r2r_slack_ps: 1630
  crit_path_end_kind: "output pin"
  worstPathCellList: "clkdlybuf4s50_1"
  cp_max_fo: 2
  critPathLaunchType: "flop"
  critPathMaxStageDelay_ps: 530
  worst-setup-path-type: "reg -> out"
  cp.arrival_ps: 1250
  cp_num_buf_inv: 1
  worstReg2RegStart: "state[1]"
  timing.rr.end: "tx_data[1]"
  crit_required_ps: 2400
  cp_top_family: "flip-flops"
  worstRegToRegCells: 2
global_routing:
  grt_pass1_vias: 450
  overflow: 0
  grt_first_pass_wirelength_mm: 2.35
  grt_max_degree: 18
  grt_usage: 0.0248
  antenna_found_initial: 0
die:
  chip_area_um2: 11200
  fp_util: 0.108
  core-area_um2: 7210
  std_cell_rows: 31
  die_x_um: 106
  die_h_um: 106
  io_pins: 12
run:
  tool_warnings: 26
  drv_cap: 0
min_path:
  holdPathStages: 2
  worstHoldEndpoint: "uart_tx_line"
  hold_start: "uart_tx_line"
  hold_class: "reg -> reg"
place:
  placed_cell_area_um2: 998
  dp_hpwl_mm: 1.11
  place_congestion: 0.673
  portBuffers: 11
run_status:
  status: "complete, no violations"
how the worst max path moves through the flow:
stage                 from      endpoint  cells after the start
CTS           uart_tx_line  uart_tx_line                      1
global route  uart_tx_line  uart_tx_line                      1
finish        uart_tx_line  uart_tx_line                      1
cell type report:
type | count | share of cell area
inverter | 3 | 0.0108
clock inverter | 1 | 0.00479
tap | 99 | 0.119
multi-input combinational | 39 | 0.311
clock buffer | 3 | 0.0395
timing repair buffer | 11 | 0.105
sequential | 17 | 0.410
synth_stat cells (all sizes together), types with 2 or more instances:
library cell / count / area, um^2
mux2: 13 / 146
ha: 2 / 25.0
dfrtp: 15 / 375
nor2: 2 / 7.51
a21o: 2 / 16.3
nand2: 5 / 18.8
o21ai: 5 / 25.0
inv: 3 / 11.3
dfstp: 2 / 52.6
registers in the layout, summed over array words and instances, names as in the netlist:
| signal | cells |
|---|---|
| bit_cnt | 4 |
| busy | 1 |
| state | 4 |
| tx_data | 7 |
| uart_tx_line | 1 |
power by group through the flow:
stage	sequential, uW	clock, uW	combinational, uW
4_1_cts	237	172	28.4
5_1_grt	238	180	30.3
6_report	237	167	27.3
cell usage in the layout (no fill, tap or decap), types with 2 or more instances in the layout:
master / synthesis / layout
ha_1: 2 / 2
mux2_2: 13 / 13
dfrtp_1: 15 / 15
nand2_1: 5 / 5
nor2_1: 2 / 2
dfstp_2: 2 / 2
o21ai_0: 5 / 5
inv_1: 3 / 3
clkdlybuf4s50_1: 0 / 11
clkbuf_8: 0 / 3
per-layer routing:
layer	up-vias	wire (um)	track usage
met5	-	0	0
met4	0	41	0.00774
met3	2	92	0.0104
met2	14	628	0.0349
met1	221	673	0.0338
li1	240	-	-
cells by family after synthesis:
group,Yosys count
AND-OR/OR-AND,11
buffers and inverters,4
adder cells (fa/ha/maj),2
flip-flops,17
XOR/XNOR,2
multiplexers,13
AND/OR/NAND/NOR,11
through the flow:
| step | hold WS, ps | cells | power [uW] | setup WS [ps] |
|---|---|---|---|---|
| 6_report | 494 | 173 | 431 | 1150 |
| 5_1_grt | 522 | 173 | 448 | 1100 |
| 4_1_cts | 502 | 173 | 438 | 1120 |
| 3_5_place_dp | 491 | 169 | 270 | 919 |
| 3_3_place_gp | 485 | 169 | 270 | 937 |
| 2_1_floorplan | 304 | 60 | 250 | 1510 |
Power and IR drop assume default switching activity.
